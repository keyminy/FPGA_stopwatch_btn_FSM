<file path="config.mk">
export PLATFORM = sky130hd
export DESIGN_NAME = debounce
export DESIGN_NICKNAME = debounce
export VERILOG_FILES = /design/flow/design.v
export SDC_FILE = /design/flow/constraint.sdc
export NUM_CORES = 4
export LEC_CHECK = 1
export CORE_AREA = 10 10 96 96
export DIE_AREA = 0 0 106 106
</file>
<file path="constraint.sdc">
current_design debounce

set clk_period 2.3
set clk_io_pct 0.2

create_clock -name clk0 -period $clk_period [get_ports {clk}]

set non_clock_inputs [all_inputs -no_clocks]
set_input_delay [expr $clk_period * $clk_io_pct] -clock clk0 $non_clock_inputs
set_output_delay [expr $clk_period * $clk_io_pct] -clock clk0 [all_outputs]
</file>
<file path="design.v">
`timescale 1ns / 1ps
module debounce(
    input clk,
    input reset,
    input i_btn,
    output o_btn
    );
    reg pls_1k;
    reg [$clog2(100_000)-1:0] r_counter;
    reg [3:0] shiftReg;
    reg [1:0] edgeReg;
    wire w_shift;
    always @(posedge clk, posedge reset) begin
        if(reset) begin
            r_counter <= 0;
            pls_1k <= 1'b0;
        end else begin
            if(r_counter == 100_000 -1) begin  
                r_counter <= 0;
                pls_1k <= 1'b1;
            end else begin
                r_counter <= r_counter + 1;
                pls_1k <= 1'b0;
            end
        end
    end
    always @(posedge pls_1k or posedge reset) begin
        if(reset) begin
            shiftReg <= 0;
        end else begin
            shiftReg <= {i_btn,shiftReg[3:1]};
        end
    end
    assign w_shift = &shiftReg;
    always @(posedge clk or posedge reset) begin
        if(reset) begin
            edgeReg <= 0;
        end else begin
            edgeReg[0] <= w_shift;
            edgeReg[1] <= edgeReg[0];
        end
    end
    assign o_btn = edgeReg[0] & ~edgeReg[1];
endmodule
</file>
<file path="run.sh">
#!/bin/bash
# OpenROAD 26Q1-2900-gdf79404cd8, Yosys 0.63+post, stock flow scripts
make -C /OpenROAD-flow-scripts/flow DESIGN_CONFIG=/design/flow/config.mk WORK_HOME=/design/flow/orfs finish
</file>
==> metrics.log <==
[report] implementation figures
[metrics] status: finished, final reports clean
[metrics] Layout fillers: 808
[metrics] switching power: ~0.13 mW
[metrics] logic gate share of total power: between 1.5 and 2%
[metrics] number of distinct library cells after synthesis: 18
[metrics] count of max-cap constraint violations: 0
[metrics] instance count of the mapped netlist: between 80 and 90
[metrics] Arrival @ worst endpoint: 1.17 ns
[metrics] I/O pins: 4
[metrics] DR vias: 590
[metrics] register pins left without a clock: 4
[metrics] Relative slew margins: 77.4%
[metrics] number of unconstrained endpoints: 5
[metrics] hold_buf cts: 0
[metrics] placement row count: 31
[metrics] top post-synthesis cells by area: sky130_fd_sc_hd__dfrtp_1, sky130_fd_sc_hd__xnor2_1, sky130_fd_sc_hd__nor2_1, sky130_fd_sc_hd__xor2_1, sky130_fd_sc_hd__and4_1
[metrics] setup total negative slack: 0 ns
[metrics] worst vdd ir: roughly 0.00027 V
[metrics] effective utilization at floorplan: ~14%
[metrics] Floorplan Core Area: around 7200 µm²
[metrics] Comb gate area: roughly 400 µm²
[metrics] DIE HEIGHT: ~110 µm
[metrics] simple-gate share of the synthesized area: between 20% and 30%
[metrics] MUX share of area: 0%
[metrics] total power divided by cell area: around 570 nW/µm²
[metrics] clk_skew: between 0.006 and 0.007 ns
[metrics] WP data required: between 1.5 and 2 ns
[metrics] cell type with the largest total area: sky130_fd_sc_hd__dfrtp_1
[metrics] total cells reported by yosys after synthesis: around 84
[metrics] Max Clk Rate: between 600 and 700 MHz
[metrics] Post-CTS Resized: 0
[metrics] most common logic cells in the final layout: sky130_fd_sc_hd__dfrtp_1, sky130_fd_sc_hd__xnor2_1, sky130_fd_sc_hd__nor2_1
[metrics] number of buffers on the longest clock path: 2
[metrics] PortBufs: 3
[metrics] time the worst path needs with I/O delays and setup: 1.63 ns
[metrics] Die Wd: 106 µm
[metrics] largest family of logic cells by area: simple AND/OR/NAND/NOR gates
[metrics] number of antenna violations at the first check in global routing: 0
[metrics] pre-CTS setup slack: 0.673 ns
[metrics] synthesis-to-finish area growth: 22.4%
[metrics] fraction of layout cells with a size suffix above 1: around 9.9%
[metrics] RePlAce Congestion: just under 0.8
[metrics] final standard cell area without fillers: roughly 1200 µm²
[metrics] maximum number of pins on one net before global-route repair: 25
[metrics] routed length per instance: 8.26 µm
[metrics] wirelength, routed: between 1500 and 2000 µm
[metrics] register area: 601 µm²
[metrics] wire length of the first global-routing pass: between 2000 and 3000 µm
[metrics] parity-gate share of the synthesized area counting xor and xnor cells: around 13%
[metrics] Internal Dissipation: 0.588 mW
[metrics] Clk pwr share: between 40 and 50%
[metrics] WS Path Type: reg -> out
[metrics] DRC violation count after routing: 0
[metrics] gr ovfl total: 0
[metrics] clock latency of the later-clocked register in the worst-skew pair: roughly 0.26 ns
[metrics] nature of the critical path endpoint: output port
[metrics] antenna cells: 0
[metrics] count of tool warnings: 25
[metrics] period utilisation layout: a little under three quarters
[metrics] die area: approximately 11000 µm²
[metrics] critical path fanouts, max: 1
[metrics] DR iter-0 viols: approximately 40
[metrics] register bit total from synthesis: 24
[metrics] average instance area after synthesis: ~12 µm²
[metrics] master cell of the clock root buffer: sky130_fd_sc_hd__clkbuf_8
[metrics] Final Max Tran Viols: 0
[metrics] TritonCTS clock tree: yes
[metrics] CTS Buf Count: 3
[metrics] Compound-Gate Fraction of Synth Area: 0%
[metrics] unrepaired setup endpoints after global routing: false
[metrics] post-route setup slack: between 0.6 and 0.7 ns
[metrics] FA/HA/MAJ Cells, Area Fraction: 1.23%
[metrics] # H-tree levels: 1
[metrics] most common cell after layout, fill and taps aside: sky130_fd_sc_hd__dfrtp_1
[metrics] count of antenna-violating nets left after detailed routing: 0
[metrics] via count of the first global-routing pass: between 600 and 700
[metrics] yosys stat area: a little over 1000 µm²
[metrics] number of vias per cell: just over 3
[metrics] sequential fraction of design power: roughly 49%
[metrics] type of element launching the critical path: flip-flop
[metrics] register share after synthesis: 59.1%
[metrics] fraction of power spent switching nets: 17.6%
[metrics] Worst Hold Class: reg -> reg
[metrics] hold violation total from the final report: 0
[metrics] Syn. warnings: 1
[metrics] Leak: between 0.5 and 0.6 nW
[metrics] area share of the largest cell type after synthesis: roughly three fifths
[metrics] clock slew seen by the registers of the worst setup and hold paths: ~0.07 ns
[metrics] final HPWL from detailed placement: between 1000 and 1500 µm
[metrics] iteration tally of the first detailed-router pass: 4
[metrics] total cell area at the placement stage: between 1000 and 1500 µm²
[metrics] total global-route track usage: 3.09%
[metrics] total setup violations reported at the end of the flow: 0
[metrics] buffers inserted during post-CTS setup optimization: 0
[metrics] Mapped Area: 1020 µm²
[metrics] measured slew at the worst slew-check pin: 0.339 ns
[flip-flops by register name, indices dropped and copies added (netlist names)]
| signal | flops |
|---|---|
| edgeReg | 2 |
| r_counter | 17 |
| shiftReg | 4 |
| pls_1k | 1 |
[kinds of logic (layout without fill, tap and decap cells)]
group | count (synthesis) | after routing
and+or+nand+nor | 40 | 40
DFF | 24 | 24
xor gates and xnor gates | 15 | 15
buffers and inverters | 4 | 11
adders and majority gates | 1 | 1
[worst max-delay path, stage by stage (launching register included)]
cell and delay, ns:
sky130_fd_sc_hd__dfrtp_1 0.36, sky130_fd_sc_hd__nor2b_1 0.10, sky130_fd_sc_hd__clkdlybuf4s50_1 0.46
[through the flow]
stage / power (mW) / hold slack [ns] / instances / util, %
3_5_place_dp: 0.372 / 0.358 / 186 / 16.3
2_1_floorplan: 0.365 / 0.347 / 84 / -
6_report: 0.713 / 0.369 / 190 / 17.2
3_3_place_gp: 0.372 / 0.355 / 186 / 16.3
4_1_cts: 0.730 / 0.376 / 190 / 17.2
5_1_grt: 0.745 / 0.395 / 190 / 17.2
[final cells by class]
type / count / share of cell area [%]
Clock inverter: 1 / 2.41
Multi-Input combinational cell: 56 / 32.1
Sequential cell: 24 / 48.3
Inverter: 3 / 0.905
Timing Repair Buffer: 4 / 3.02
Clock buffer: 3 / 3.32
Tap cell: 99 / 9.96
[per-layer routing]
layer  share of wire, %  vias up  global-route usage, %
met5                  0        -                      0
met4                1.1        0                  0.387
met3                6.4        2                   1.53
met2                 40        8                   4.68
met1                 52      279                   4.03
li1                   -      301                      -
[power groups by stage]
stage / combinational (mW) / clock (mW) / sequential (mW)
CTS: 0.0138 / 0.364 / 0.351
global route: 0.0152 / 0.379 / 0.351
finish: 0.0126 / 0.349 / 0.351
[cell usage after synthesis]
library cell,n
sky130_fd_sc_hd__nor4_1,1
sky130_fd_sc_hd__nand3_1,5
sky130_fd_sc_hd__nand4_1,4
sky130_fd_sc_hd__nor4_2,2
sky130_fd_sc_hd__xnor2_1,11
sky130_fd_sc_hd__nor2_1,10
sky130_fd_sc_hd__ha_1,1
sky130_fd_sc_hd__xor2_1,4
sky130_fd_sc_hd__nand4bb_1,1
sky130_fd_sc_hd__nor3_1,5
sky130_fd_sc_hd__buf_2,1
sky130_fd_sc_hd__nor2b_1,2
sky130_fd_sc_hd__inv_1,3
sky130_fd_sc_hd__dfrtp_1,24
sky130_fd_sc_hd__nand4_4,1
sky130_fd_sc_hd__and4_1,3
sky130_fd_sc_hd__nand2_1,5
sky130_fd_sc_hd__nor4_4,1
[path summary, 6_finish.rpt]
| check | cells after the start | from | to | slack [ns] |
|---|---|---|---|---|
| min reg2reg | 0 | edgeReg[0]$_DFF_PP0_ | edgeReg[1]$_DFF_PP0_ | 0.37 |
| max | 2 | edgeReg[1]$_DFF_PP0_ | o_btn | 0.67 |
| min in group asynchronous | 3 | reset | r_counter[2]$_DFF_PP0_ | 0.55 |
| max in group asynchronous | 3 | reset | r_counter[14]$_DFF_PP0_ | 1.52 |
| max reg2reg | 5 | r_counter[0]$_DFF_PP0_ | r_counter[3]$_DFF_PP0_ | 0.67 |
| min | 0 | edgeReg[0]$_DFF_PP0_ | edgeReg[1]$_DFF_PP0_ | 0.37 |
No activity file was given, so power comes from the tool's default toggle rates.
