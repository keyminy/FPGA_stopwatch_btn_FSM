--- flow/config.mk ---
export PLATFORM = sky130hd
export DESIGN_NAME = upcounter
export DESIGN_NICKNAME = upcounter
export VERILOG_FILES = /design/flow/design.v
export SDC_FILE = /design/flow/constraint.sdc
export NUM_CORES = 4
export LEC_CHECK = 1
export CORE_UTILIZATION = 30
--- flow/constraint.sdc ---
current_design upcounter

set clk_period 3.4
set clk_io_pct 0.2

create_clock -name clk0 -period $clk_period [get_ports {clk}]

set non_clock_inputs [all_inputs -no_clocks]
set_input_delay [expr $clk_period * $clk_io_pct] -clock clk0 $non_clock_inputs
set_output_delay [expr $clk_period * $clk_io_pct] -clock clk0 [all_outputs]
--- flow/design.v ---
`timescale 1ns / 1ps
module upcounter(
    input clk,
    input reset,
    input i_run_on,
    input i_clr_on,
    output [13:0] qout
    );
    wire w_clk_10hz;
   clockDivider U_ClkDiv10Hz(
    .clk(clk)      ,
    .reset(reset)    ,
    .o_clk(w_clk_10hz)
    );
    counter_for_upcnt U_counter_for_upcnt(
        .clk(clk),
        .reset(reset),
        .tick  (w_clk_10hz)  ,
        .i_run_on(i_run_on),
        .i_clr_on(i_clr_on),
        .count(qout)
    );
endmodule
module clockDivider (
    input clk,
    input reset,
    output o_clk
);
    reg [$clog2(10_000_000)-1:0] r_counter;
    reg r_clk;
    assign o_clk = r_clk;
    always @(posedge clk,posedge reset) begin
        if(reset) begin
            r_counter <= 0;
            r_clk <= 1'b0;
        end else begin
            if(r_counter == 10_000_000 -1) begin
                r_counter <= 0;
                r_clk <= 1'b1;
            end else begin
                r_counter <= r_counter + 1;
                r_clk <= 1'b0;
            end
        end
    end
endmodule
module counter_for_upcnt (
    input clk,
    input reset,
    input tick,
    input i_run_on,
    input i_clr_on,
    output [13:0] count
);
    reg [13:0] r_counter;
    assign count = r_counter;
    always @(posedge clk or posedge reset) begin
        if(reset) begin
            r_counter <= 0;
        end else begin
            if (i_run_on) begin
                if(tick) begin 
                    if(r_counter == 10_000-1) begin
                        r_counter <= 0;
                    end else begin
                        r_counter <= r_counter + 1;
                    end
                end 
            end  
            else begin
                if(i_clr_on) begin
                    r_counter <= 0;
                end
                else begin
                    r_counter <= r_counter;  
                end
            end
        end
    end
endmodule
--- flow/run.sh ---
#!/bin/bash
# OpenROAD 26Q1-2900-gdf79404cd8, Yosys 0.63+post, stock flow scripts
make -C /OpenROAD-flow-scripts/flow DESIGN_CONFIG=/design/flow/config.mk WORK_HOME=/design/flow/orfs finish
==> notes.md <==
impl run done, here's what came out: status finished clean, area grow syn2layout 17.0%, Worst-path clk slew 0.07 ns, Slew headroom 0.444, core area 6310 µm², EDFF count, synth 0, Post-synth ARST share 1.00, top_reg_cell synth dfrtp_1, CTS tree built, I/O pin cnt 18, n_diodes 0, DP HPWL 2620 µm, ys cells 200, Critical R2R Capture U_counter_for_upcnt.r_counter[10]$_DFFE_PP0P_, Post CTS Setup Buffer Count 0, final worst slack 1.14 ns, critical path fanouts, max 16, CTS H-Tree Depth 2, Static Leak 0.000905 µW, worst slack at placement 0.957 ns, initial antenna violation count 0, WL/cell 13.3 µm, Max-cap violations 0, distinct lib cells 36, CP startpoint kind register, hold path start U_ClkDiv10Hz.r_counter[6]$_DFF_PP0_, first-pass GRT wire length 6690 µm, Clock Path Buffers 2, post-CTS sizing 0, largest net degree at the start of global routing 40, drt total wl 3940 µm, Synth top area share 0.499, Crit Path Category reg -> reg, Post-Syn Area 1960 µm², Die Ht 82.7 µm, Placed Cells incl. Taps 289, top cells by count dfrtp_1 (39), nand3_1 (20), xnor2_1 (17), FF+latch area 976 µm², Sink Count 39, Post-synth regs 39, Hold Path Cell Cnt 1, Yosys top cell by area dfrtp_1, DRT iter0 DRCs 56, synth warn 2, biggest area cells dfrtp_1 (50%), xnor2_1 (7.6%), nand3_1 (5.1%), IR drop worst, VDD 0.000163 V, crit end category register, vias in the first global route 1,447, Hold Path Sink U_ClkDiv10Hz.r_counter[6]$_DFF_PP0_, Hold WC Path Type reg -> reg, most numerous cell in the Yosys netlist dfrtp_1, yosys stat area 1960 µm², drt via density 5.28, Synth Seq Share 0.499, Max Clock Freq 0.443 GHz, RSZ-0062 raised after global routing no, FP Util 0.310, OpenROAD warnings 25, row count 29, grt ovf 0, gr usage total 0.130, die width 82.7 µm, Skew-Pair Late Insertion Delay 0.28 ns, final hold violations 0, pwr dens 342 nW/µm², Vias 1,567, Post-DP Area 2210 µm², Post-Layout Inst Area 2290 µm², Critical Path RT 3.57 ns, Slew Viols, Final 0, CTS root buffer clkbuf_8, clock buffers created by TritonCTS 5, Final period util 0.664, Antenna Nets Post-Route 0, Final Non-Filler Cells 297, reg2reg setup slack 1.14 ns, Die ar. 6850 µm², Least-Margin Pin Slew 0.826 ns, Worst Skew 0.00419 ns, reg2reg start U_counter_for_upcnt.r_counter[0]$_DFFE_PP0P_, Residual DRC 0, Reg2Reg Depth 5, Setup Total Neg Slack 0 ns, fin crit period 2.26 ns, Final Setup Violations 0, Cells after Synth 200, layout cells sized above 1 0.0545, Filler cells 630, Placer Congestion 0.793, comb. cell area 923 µm², syn_area_per_cell 9.78 µm², # port buffers 17, DR pass1 iterations 5, cts hold-fix bufs 0, critical path arrival 2.43 ns
## kinds of logic after synthesis
group | after synthesis | synth area share
adders and majority gates | 2 | 0.0128
DFF | 39 | 0.499
buffers and inverters | 15 | 0.0288
and+or+nand+nor | 93 | 0.267
AOI/OAI and AO/OA | 31 | 0.102
xor gates and xnor gates | 20 | 0.0896
## layout by cell type (no fill, tap or decap), drive strengths merged
cell type	instances
o31ai	2
nor2b	1
o21ai	7
a31o	1
a32o	1
or4	3
or3b	1
a31oi	9
and2	2
nand2b	2
or2	1
o311ai	1
and4	3
nand4	8
ha	2
nand3	20
nor3	5
xor2	3
nor4	5
and3	5
dfrtp	39
clkdlybuf4s50	17
clkbuf	7
buf	1
o2111ai	1
clkinv	1
nand2	15
xnor2	17
o22ai	2
nor2	14
o211ai	4
inv	9
or3	3
a21oi	3
nand4b	3
nor4b	2
## cell type report
class,instances,share of cell area
Sequential cell,39,0.426
Multi-Input combinational cell,146,0.404
Timing Repair Buffer,18,0.0776
Tap cell,77,0.0421
Clock buffer,7,0.0334
Inverter,9,0.0148
Clock inverter,1,0.00219
## stage by stage
step / utilization / hold slack, ns / power [µW]
floorplan: - / 0.445 / 483
global placement: 0.350 / 0.461 / 491
detailed placement: 0.350 / 0.462 / 491
CTS: 0.362 / 0.477 / 793
global route: 0.362 / 0.502 / 815
finish: 0.362 / 0.479 / 782
## critical path, stage by stage, from the launching register on
cell      delay, ns
dfrtp_1        0.44
ha_1           0.25
and3_1         0.21
nand4b_1       0.49
nand2_1        0.34
o311ai_0       0.40
## state kept, by name, indices dropped and copies added (netlist names)
name,flops
U_ClkDiv10Hz.r_clk,1
U_counter_for_upcnt.r_counter,14
U_ClkDiv10Hz.r_counter,24
## power breakdown
part	switching [µW]	leakage, µW	internal (µW)
sequential	0.0000850	0.000535	463
combinational	12.5	0.000327	5.23
clock	156	0.0000422	144
total	169	0.000905	613
## layer usage
layer,up-vias,track usage,wire length (µm)
met2,34,0.207,1770
met3,7,0.0223,152
li1,771,-,-
met1,755,0.195,1960
met4,0,0.0190,53
met5,-,0,0
## how the worst max path moves through the flow
stage | endpoint | startpoint | depth (start not counted)
4_1_cts | U_counter_for_upcnt.r_counter[10]$_DFFE_PP0P_ | U_counter_for_upcnt.r_counter[0]$_DFFE_PP0P_ | 5
5_1_grt | U_counter_for_upcnt.r_counter[10]$_DFFE_PP0P_ | U_counter_for_upcnt.r_counter[0]$_DFFE_PP0P_ | 5
6_report | U_counter_for_upcnt.r_counter[10]$_DFFE_PP0P_ | U_counter_for_upcnt.r_counter[0]$_DFFE_PP0P_ | 5
Power and IR drop assume default switching activity.
